==> design.v <==
module clock_unit(input system_clk, r, output logic sec_tick);
logic sec_clk;
	Clock_Tick clocktick(system_clk, r, sec_tick);
endmodule
module Clock_Tick(input clk_in, r, output logic clk_out);
logic[25:0] cnt;
always_ff @(posedge clk_in or posedge r) begin
	if(r==1)begin
		cnt = 26'd0;
		clk_out = 1'b1;
		end
	else begin
		cnt = cnt + 1'b1 ;
		if(cnt == 26'd25000000) begin
			clk_out = 1'b1;  
			cnt = 26'd0;
		end else begin
			clk_out = 1'b0;
		end
	end
end
endmodule
module cnt_to_60(input clk_in, r, output logic clk_tick);
logic [7:0] count;
always_ff @(posedge clk_in or posedge r ) begin
	if(r == 1) begin
		count<=8'b0;
		clk_tick <= 1'b0;
	end else if(count == 8'h59) begin
		count <= 8'b0;
		clk_tick <= 1'b1;
	end else begin
		clk_tick <= 1'b0;
		count = count + 1'b1;
	end
end
endmodule
==> run.sh <==
#!/bin/bash
# OpenROAD 26Q1-2900-gdf79404cd8, Yosys 0.63+post, stock flow scripts
make -C /OpenROAD-flow-scripts/flow DESIGN_CONFIG=/design/flow/config.mk WORK_HOME=/design/flow/orfs finish
==> config.mk <==
export PLATFORM = sky130hd
export DESIGN_NAME = cnt_to_60
export DESIGN_NICKNAME = cnt_to_60
export VERILOG_FILES = /design/flow/design.v
export SDC_FILE = /design/flow/constraint.sdc
export NUM_CORES = 4
export LEC_CHECK = 1
export CORE_AREA = 10 10 70 70
export DIE_AREA = 0 0 80 80
==> constraint.sdc <==
current_design cnt_to_60

set clk_period 1.6
set clk_io_pct 0.2

create_clock -name clk0 -period $clk_period [get_ports {clk_in}]

set non_clock_inputs [all_inputs -no_clocks]
set_input_delay [expr $clk_period * $clk_io_pct] -clock clk0 $non_clock_inputs
set_output_delay [expr $clk_period * $clk_io_pct] -clock clk0 [all_outputs]
==> results.py <==
# Flow results
metrics = {
    "yosys": {
        "postSynthAreaPerCell_um2": 11.4,
        "synth_flops": 9,
        "synthCells": 39,
        "ys_cells": 39,
        "seq_area_frac_synth": 0.508,
        "yosysUniqueCellTypes": 17,
        "syn-cell-area_um2": 443,
        "yosys_warnings": 1,
        "ys_chip_area_um2": 443,
    },
    "timing": {
        "finalHoldViolCount": 0,
        "final.setup_skew_ps": 3.95,
        "fmax_mhz": 742,
        "post-route-min-period_ps": 1350,
        "tns_ps": 0,
        "setup_viol": 0,
        "rsz0062_at_grt": "no",
        "fin_crit_sh": 0.842,
        "worstMarginPinSlew_ps": 331,
        "max_slew_margin": 0.779,
        "slew_viol_final": 0,
    },
    "power_and_ir_drop": {
        "p_per_area_nw_per_um2": 746,
        "power.ir.vdd_worst_uv": 468,
        "p_seq_frac": 0.566,
        "internal_power_uw": 326,
        "swShare": 0.191,
        "clockPowerShare": 0.418,
        "switching_power_uw": 76.9,
        "fin_total_pwr_uw": 403,
        "combPwrFrac": 0.016,
        "p_leak_nw": 0.223,
    },
    "worst_setup_path": {
        "reg2reg_slack_ps": 330,
        "r2r-end": "count[3]",
        "required_ps": 1280,
        "cp_top_family": "buffers and inverters",
        "path_cells": "clkdlybuf4s50_1",
        "cpPeakStageDelay_ps": 450,
        "reg2reg_depth": 5,
        "crit_path_end_kind": "output pin",
        "cp_slowest_cell": "clkdlybuf4s50_1",
        "crit_arrival_ps": 1030,
        "path_max_fanout": 1,
        "worstSetupEndpoint": "clk_tick",
        "r2r-start": "count[1]",
        "crit_type": "flop to output pin",
        "crit_path_start_kind": "flop",
        "worst-path-buf-inv": 1,
        "cp.depth": 1,
        "crit_path_start": "clk_tick",
    },
    "run": {
        "warnings": 26,
        "maxCapViolations": 0,
    },
    "drt": {
        "dr.pass1.iters": 4,
        "routedWlPerCell_um": 7.04,
        "via_count": 298,
        "routed_wl_um": 634,
        "diodes": 0,
        "postRouteAntennaNets": 0,
        "vias_per_cell": 3.31,
        "drtIter0Drc": 5,
        "remaining_drc_errors": 0,
    },
    "die": {
        "initial_core_util": 0.130,
        "std_cell_rows": 21,
        "die-area_um2": 6400,
        "ios": 3,
        "die_height_um": 80,
        "die_w_um": 80,
        "placeableCoreArea_um2": 3420,
    },
    "cts": {
        "cts.path.max_buffers": 2,
        "ctsHoldBuffers": 0,
        "cts_root_buf": "clkbuf_4",
        "cts_resized": 0,
        "tritoncts": "yes",
        "clk_latency_ps": 250,
        "cts_setup_buffers": 0,
        "clock-sinks": 9,
        "cts_max_level": 1,
        "cts_buffers": 3,
        "cts.clk_slew.worst_paths_ps": 60,
    },
    "global_routing": {
        "grt_start_max_net_pins": 10,
        "grt_usage": 0.0236,
        "grt_pass1_vias": 290,
        "grt_pass1_wl_um": 1240,
        "antenna_found_initial": 0,
        "overflow": 0,
    },
    "status": {
        "status": "finished, final reports clean",
    },
    "min_path": {
        "holdCritPathClass": "primary input to asynchronous set/reset pin",
    },
    "cells_and_area": {
        "design_area_um2": 539,
        "syn_to_final_growth_pct": 21.8,
        "lay_top_count": "dfrtp_1",
        "drive_gt1_frac": 0.136,
        "lay_top_cells": "dfrtp_1, nand2_1, nor2_1",
    },
    "place": {
        "portBuffers": 2,
        "place_congestion": 0.828,
        "dp_hpwl_um": 482,
        "place_area_um2": 513,
    },
}
flip-flops by register name (all words and copies together) (netlist names):
name and cells:
count 8, clk_tick 1
worst min-delay path by stage:
| stage | to | slack, ps | cells after the start |
|---|---|---|---|
| 6_report | count[1] | 310 | 2 |
| 4_1_cts | count[5] | 320 | 2 |
| 5_1_grt | count[1] | 350 | 2 |
synth_stat cells:
| cell type | n | area (µm²) |
|---|---|---|
| dfrtp_1 | 9 | 225 |
| nand2_1 | 4 | 15.0 |
| nor2_1 | 4 | 15.0 |
| inv_1 | 3 | 11.3 |
| nand3_1 | 3 | 15.0 |
| o211ai_1 | 3 | 22.5 |
| ha_1 | 2 | 25.0 |
| xor2_1 | 2 | 17.5 |
| buf_4 | 1 | 7.51 |
| nand4_1 | 1 | 6.26 |
| nand4bb_4 | 1 | 27.5 |
| nor3_2 | 1 | 10.0 |
| nor3_4 | 1 | 16.3 |
| o21ai_0 | 1 | 5.00 |
| o311ai_1 | 1 | 8.76 |
| or3_1 | 1 | 6.26 |
| xnor2_1 | 1 | 8.76 |
power groups by stage:
| stage | combinational (mW) | clock [mW] | sequential, mW |
|---|---|---|---|
| 4_1_cts | 0.00703 | 0.174 | 0.228 |
| 5_1_grt | 0.00787 | 0.198 | 0.227 |
| 6_report | 0.00657 | 0.168 | 0.228 |
cells by family (layout without fill, tap and decap cells):
kind of cell	after synthesis	after routing	synth area share
simple gates	16	16	0.251
fa+ha+maj	2	2	0.0565
compound gates	5	5	0.0819
xor+xnor	3	3	0.0593
flops	9	9	0.508
buf+inv	4	9	0.0424
routing by layer:
layer  vias up  track usage  share of wire
li1        149            -              -
met2         6       0.0377           0.49
met3         0       0.0114          0.043
met1       143       0.0271           0.47
met5         -            0              0
met4         0      0.00704              0
per-stage QoR:
| step | utilization | worst slack (ps) | hold slack, ps | cells |
|---|---|---|---|---|
| after floorplan | - | 409 | 148 | 39 |
| after global placement | 0.150 | 367 | 461 | 86 |
| after detailed placement | 0.150 | 342 | 466 | 86 |
| after CTS | 0.158 | 239 | 325 | 90 |
| after global routing | 0.158 | 196 | 352 | 90 |
| final | 0.158 | 253 | 314 | 90 |
cell type report:
type                            instances  area, µm²
Fill cell                             395       2880
Timing Repair Buffer                    2       20.0
Tap cell                               46       57.6
Clock buffer                            4       26.3
Multi-Input combinational cell         26        199
Inverter                                3       11.3
Sequential cell                         9        225
Power is estimated from default activity; no workload was simulated.
